==> flow/design.v <==
module dff_set #(
    parameter DW = 64
)
(
    input wire         clk,
    input wire         rst,
    input wire         flush_flag_i,
    input wire         stall_flag_i,
    input wire[DW-1:0] set_data,    
    input wire[DW-1:0] data_i,
    output reg[DW-1:0] data_o
);
    always @(posedge clk) begin
        if (rst == 1'b0 || flush_flag_i == 1'b1) 
            data_o <= set_data; 
        else if (stall_flag_i == 1'b1)
            data_o <= data_o;  
        else
            data_o <= data_i; 
    end
endmodule  
module ex_mem (
    input               clk,
    input               rst,
    input wire      stall_flag_i,
    input wire      flush_flag_i,
    input reg[31:0]     inst_i,
    input reg[63:0]     inst_addr_i,  
    input reg           ex_ren_i,
    input reg[63:0]     ex_raddr_i,
    input reg           ex_wen_i,
    input reg[63:0]     ex_waddr_i,
    input reg[63:0]     ex_wdata_i,
    input reg[7:0]      ex_wmask_i,  
    input reg[63:0]     rd_wdata_i,
    input reg[4:0]      rd_waddr_i,
    input reg           reg_wen_i,   
    input reg           load_inst_i,   
    output reg           load_inst_o,   
    input reg           store_inst_i,   
    output reg           store_inst_o,   
    output reg[31:0]    inst_o,
    output reg[63:0]    inst_addr_o,  
    output  reg         ren_o,
    output  reg[63:0]   raddr_o,
    output  reg         wen_o,
    output  reg[63:0]   waddr_o,
    output  reg[63:0]   wdata_o,
    output  reg[7:0]    wmask_o,     
    output reg[63:0]    rd_wdata_o,
    output reg[4:0]     rd_waddr_o,
    output reg          reg_wen_o    
);
    dff_set #(32) dff0(clk, rst, flush_flag_i, stall_flag_i, 32'h00000013, inst_i, inst_o);
    dff_set #(64) dff1(clk, rst, flush_flag_i, stall_flag_i, 64'b0, inst_addr_i, inst_addr_o);
    dff_set #(1)  dff2(clk, rst, flush_flag_i, stall_flag_i, 1'b0, ex_ren_i, ren_o);
    dff_set #(64) dff3(clk, rst, flush_flag_i, stall_flag_i, 64'b0, ex_raddr_i, raddr_o);
    dff_set #(1)  dff4(clk, rst, flush_flag_i, stall_flag_i, 1'b0, ex_wen_i, wen_o);
    dff_set #(64) dff5(clk, rst, flush_flag_i, stall_flag_i, 64'b0, ex_waddr_i, waddr_o);
    dff_set #(64) dff6(clk, rst, flush_flag_i, stall_flag_i, 64'b0, ex_wdata_i, wdata_o);
    dff_set #(8)  dff7(clk, rst, flush_flag_i, stall_flag_i, 8'b0, ex_wmask_i, wmask_o);
    dff_set #(64) dff8(clk, rst, flush_flag_i, stall_flag_i, 64'b0, rd_wdata_i, rd_wdata_o);
    dff_set #(5)  dff9(clk, rst, flush_flag_i, stall_flag_i, 5'b0,  rd_waddr_i, rd_waddr_o);
    dff_set #(1)  dff10(clk, rst, flush_flag_i, stall_flag_i, 1'b0, reg_wen_i, reg_wen_o);
    dff_set #(1)  dff11(clk, rst, flush_flag_i, stall_flag_i, 1'b0, load_inst_i, load_inst_o);
    dff_set #(1)  dff12(clk, rst, flush_flag_i, stall_flag_i, 1'b0, store_inst_i, store_inst_o);
endmodule
==> flow/run.sh <==
#!/bin/bash
# OpenROAD 26Q1-2900-gdf79404cd8, Yosys 0.63+post, stock flow scripts
make -C /OpenROAD-flow-scripts/flow DESIGN_CONFIG=/design/flow/config.mk WORK_HOME=/design/flow/orfs finish
==> flow/config.mk <==
export PLATFORM = sky130hd
export DESIGN_NAME = ex_mem
export DESIGN_NICKNAME = ex_mem
export VERILOG_FILES = /design/flow/design.v
export SDC_FILE = /design/flow/constraint.sdc
export NUM_CORES = 4
export LEC_CHECK = 1
export CORE_AREA = 10 10 364 364
export DIE_AREA = 0 0 374 374
==> flow/constraint.sdc <==
current_design ex_mem

set clk_period 10.3
set clk_io_pct 0.2

create_clock -name clk0 -period $clk_period [get_ports {clk}]

set non_clock_inputs [all_inputs -no_clocks]
set_input_delay [expr $clk_period * $clk_io_pct] -clock clk0 $non_clock_inputs
set_output_delay [expr $clk_period * $clk_io_pct] -clock clk0 [all_outputs]
==> metrics.log <==
[flow] summary of implementation run
INFO  metric worst_hold_path_type = reg -> reg
INFO  metric floorplan_die_height = 374 µm
INFO  metric clk_root_buffer_cell = clkbuf_16
INFO  metric grt_antenna_before_repair = 47
INFO  metric yosys-top-cells-area = dfxtp_1 (56%), mux2i_1 (28%), nor2_1 (10%)
INFO  metric worst_slack = 6.42 ns
INFO  metric final.min_clock_period = 3.88 ns
INFO  metric gp_congestion = 0.796
INFO  metric finalHoldViolations = 0
INFO  metric boundaryPins = 744
INFO  metric max_clock_freq = 258 MHz
INFO  metric slew_viol_final = 0
INFO  metric routed_via_density = 3.13
INFO  metric crit_buf_inv = 3
INFO  metric worstSetupPathType = in -> reg
INFO  metric synth_cell_types = 11
INFO  metric syn_inst = 1,194
INFO  metric ctsHtreeMaxLevel = 2
INFO  metric cts.repair_timing.setup_buffer_count = 0
INFO  metric drv.max_cap_violation_count = 0
INFO  metric outcome = complete, no violations
INFO  metric detail_route.drc_violations = 0
INFO  metric vias_in_the_first_global_route = 11,300
INFO  metric required = 10.78 ns
INFO  metric place_inst = 3,503
INFO  metric clk_pin_slew_worst_paths = 0.06 ns
INFO  metric worst_ir_drop_vdd = 105 µV
INFO  metric synth-area-yosys = 13,200 µm²
INFO  metric hold_path_startpoint = dff0.data_o[0]$_SDFFE_PP1N_
INFO  metric setup_tns = 0 ns
INFO  metric crit-reg2reg-launch = dff7.data_o[7]$_SDFFE_PP0N_
INFO  metric warnings = 28
INFO  metric post-route-period-util = 37.7%
INFO  metric areaGrowthSynthToFinish = 80.7%
INFO  metric numPortBuffers = 743
INFO  metric cts_inserted_buffers = 47
INFO  metric route.final.wire_length = 69,500 µm
INFO  metric core_util_floorplan = 10.6%
INFO  metric wl_per_cell = 19.3 µm
INFO  metric max_slew.worst_pin.slew = 0.756 ns
INFO  metric crit_path_start_kind = primary input
INFO  metric design.die.area = 140,000 µm²
INFO  metric global_route_total_overflow = 0
INFO  metric std_cell_core_area = 124,000 µm²
INFO  metric timing.critical_path.max_delay_family = buffers and inverters
INFO  metric grt_max_degree = 118
INFO  metric synth-warning-count = 5
INFO  metric post_route_cells_drive_above_1_share = 4.46%
INFO  metric clock_skew = 0 ns
INFO  metric final_util = 19.2%
INFO  metric critical_path.max_fanout = 117
INFO  metric dp_slack = 5.80 ns
INFO  metric number_of_violations_reported_at_the_end_of_detailed_routing_iteration_0 = 345
INFO  metric worst_ep_arrival_time = 4.37 ns
INFO  metric final_antenna_net_count = 0
INFO  metric total_of_endpoints_with_negative_setup_slack_in_the_final_report = 0
INFO  metric endpoint_kind = flip-flop
INFO  metric global_route_wire_length_before_repair = 93,600 µm
INFO  metric buffers_from_clock_root_to_sink_at_most = 3
INFO  metric drt_pass1_iterations = 7
INFO  metric slew-limit-headroom = 49.6%
INFO  metric cts_hold_repair.buffers = 0
INFO  metric power_leakage = 9.31 nW
INFO  metric post_synth_instance_area = 13,200 µm²
INFO  metric crit_slowest_cell = buf_4
INFO  metric power.density = 157 nW/µm²
INFO  metric numSynthFlops = 370
INFO  metric number_of_cells_in_the_yosys_synthesis_report = 1,194
INFO  metric avgSynthCellArea = 11.0 µm²
INFO  metric routed-via-count = 11,300
INFO  metric top_area_cell = dfxtp_1
INFO  metric critical_path.startpoint = flush_flag_i
INFO  metric clock_tree_from_tritoncts = yes
INFO  metric cp_slowest_stage_delay = 0.59 ns
INFO  metric grt_use_total = 9.58%
INFO  metric clk_latency = 0.62 ns
INFO  metric rsz0062_at_grt = false
INFO  metric core.rowCount = 129
INFO  metric yosys.area.top_type_share = 56.2%
INFO  metric dieWidth = 374 µm
INFO  metric cts_resized = 0
INFO  metric hpwl = 56,500 µm
INFO  metric cts.sink_count = 370
INFO  metric timing.critical_path.cells = clkdlybuf4s50_1 -> nand2b_4 -> buf_4 -> buf_12 -> nor2_1
INFO  metric seq_area_frac_synth = 56.2%
INFO  metric layoutNonFillerInstCount = 3,591
## worst reg2reg max path: stages, from the launching register on
cell and delay (ns):
dfxtp_1 0.44, mux2i_1 0.11, nor2_1 0.11
## placed cells by master, fill, tap and decap left out
cell type	count
clkinv_8	1
nor2_1	367
nor2b_1	1
clkinv_2	2
clkbuf_1	11
bufinv_16	7
clkbuf_16	47
clkinv_4	2
nand2b_4	1
clkinvlp_4	1
clkinv_16	1
buf_12	3
nand2_1	3
diode_2	3
buf_4	8
clkbuf_8	11
mux2i_1	370
dfxtp_1	370
inv_6	2
clkdlybuf4s50_1	742
buf_8	1
## path summary, 6_finish.rpt
| kind | to | slack, ns | depth (start not counted) |
|---|---|---|---|
| worst max-delay path | dff5.data_o[41]$_SDFFE_PP0N_ | 6.42 | 5 |
| worst min-delay path | dff0.data_o[0]$_SDFFE_PP1N_ | 0.49 | 2 |
| worst max register to register | dff7.data_o[7]$_SDFFE_PP0N_ | 9.58 | 2 |
| worst min register to register | dff0.data_o[0]$_SDFFE_PP1N_ | 0.49 | 2 |
## state kept, by name, summed over array words and instances (netlist names)
signal / flops
dff12.data_o: 1
dff11.data_o: 1
dff9.data_o: 5
dff1.data_o: 64
dff7.data_o: 8
dff4.data_o: 1
dff8.data_o: 64
dff6.data_o: 64
dff0.data_o: 32
dff3.data_o: 64
dff10.data_o: 1
dff5.data_o: 64
dff2.data_o: 1
## where the power goes
group	leakage (nW)	switching, mW	internal [mW]
registers	3.02	0.0250	1.48
logic	5.48	0.153	0.273
clock network	0.814	0.701	1.10
total	9.31	0.879	2.85
## metal layers
metal | part of all wire [%] | track usage, %
met5 | 0.53 | 0
met4 | 2.7 | 2.04
met3 | 12 | 5.42
met2 | 47 | 15.8
met1 | 38 | 10.7
## cell type report
type / instances / area [µm²]
multi-input cells: 742 / 5110
clock inverters: 16 / 309
clock buffers: 69 / 1370
diodes: 3 / 7.51
flip-flops and latches: 370 / 7410
fillers: 13500 / 100000
repair buffers: 754 / 7560
well taps: 1637 / 2050
## cell families after synthesis
logic type / Yosys count / synth area share, %
AND/OR/NAND/NOR: 372 / 10.6
multiplexers: 370 / 28.1
flip-flops: 370 / 56.2
buffers and inverters: 82 / 5.06
## synthesized netlist by cell type, drive strengths merged
master / instances
buf: 79
nor2b: 1
nand2: 3
clkbuf: 3
nor2: 367
dfxtp: 370
nand2b: 1
mux2i: 370
## metrics by stage
step / total power [mW] / instance area (µm²) / hold WS [ns]
4_1_cts: 3.82 / 23800 / 0.486
5_1_grt: 3.89 / 23800 / 0.514
3_3_place_gp: 1.97 / 22100 / 0.457
3_5_place_dp: 1.97 / 22100 / 0.471
6_report: 3.73 / 23800 / 0.486
2_1_floorplan: 1.68 / 13200 / 0.420
Power figures rest on the tool's default switching activity, not on a simulated workload.
