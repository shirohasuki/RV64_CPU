<file path="flow/run.sh">
#!/bin/bash
# OpenROAD 26Q1-2900-gdf79404cd8, Yosys 0.63+post, stock flow scripts
make -C /OpenROAD-flow-scripts/flow DESIGN_CONFIG=/design/flow/config.mk WORK_HOME=/design/flow/orfs finish
</file>
<file path="flow/config.mk">
export PLATFORM = sky130hd
export DESIGN_NAME = id
export DESIGN_NICKNAME = id
export VERILOG_FILES = /design/flow/design.v
export SDC_FILE = /design/flow/constraint.sdc
export NUM_CORES = 4
export LEC_CHECK = 1
export CORE_AREA = 10 10 266 266
export DIE_AREA = 0 0 276 276
</file>
<file path="flow/constraint.sdc">
current_design id

set clk_period 7.8
set clk_io_pct 0.2

create_clock -name clk0 -period $clk_period

set non_clock_inputs [all_inputs -no_clocks]
set_input_delay [expr $clk_period * $clk_io_pct] -clock clk0 $non_clock_inputs
set_output_delay [expr $clk_period * $clk_io_pct] -clock clk0 [all_outputs]
</file>
<file path="flow/design.v">
module id (
	input wire[31:0] inst_i,
	input wire[63:0] inst_addr_i,
	input wire[63:0] rs1_data_i,
	input wire[63:0] rs2_data_i,
	output reg[4:0]  rs1_addr_o,
	output reg[4:0]  rs2_addr_o,
    input  reg[63:0] csr_data_i,  
    output reg[11:0] csr_addr_o,  
	output reg[31:0] inst_o,
	output reg[63:0] inst_addr_o,
	output reg[63:0] op1_o,	
	output reg[63:0] op2_o,
	output reg[4:0]  rd_addr_o,	
	output reg 		 reg_wen,        
    output reg[63:0] base_addr_o,    
    output reg[63:0] offset_addr_o,  
    output reg[11:0] csr_waddr_o,
    output reg       csr_wen_o
);
    wire[6:0]  opcode;   
    wire[4:0]  rd;       
    wire[2:0]  func3;
    wire[4:0]  rs1;
    wire[4:0]  rs2;
    wire[11:0] csr;
    wire[6:0]  func7;
    wire[11:0] imm;
    wire[5:0]  shamt;    
    wire[63:0] immI = {{52{inst_i[31]}}, inst_i[31:20]};  
    wire[63:0] immU = {{32{inst_i[31]}}, inst_i[31:12], 12'b0};
    wire[63:0] immS = {{52{inst_i[31]}}, inst_i[31:25], inst_i[11:7]};
    wire[63:0] immB = {{52{inst_i[31]}}, inst_i[7], inst_i[30:25], inst_i[11:8], 1'b0};
    wire[63:0] immJ = {{44{inst_i[31]}}, inst_i[19:12], inst_i[20], inst_i[30:21], 1'b0};
    wire[63:0] immL = {{52{inst_i[31]}}, inst_i[31:20]};  
    wire[63:0] Zimm = {{59{inst_i[19]}}, inst_i[19:15]};  
    assign opcode = inst_i[6:0];
    assign rd     = inst_i[11:7];
    assign func3  = inst_i[14:12];
    assign rs1    = inst_i[19:15];
    assign rs2    = inst_i[24:20];
    assign csr    = inst_i[31:20];    
    assign shamt  = inst_i[25:20];  
    assign func7  = inst_i[31:25];
    assign imm    = inst_i[31:20];
    always @(*) begin
        inst_o = inst_i;
        inst_addr_o = inst_addr_i;
        case (opcode)
            7'b0010011: begin
                base_addr_o   = 64'b0; 
                offset_addr_o = 64'b0; 
                csr_waddr_o   = 12'b0;
                csr_wen_o     = 1'b0;
                case (func3)
                    3'b000,3'b010,3'b011,3'b100,3'b110,3'b111:begin
                        rs1_addr_o = rs1;
                        rs2_addr_o = 5'b0;
                        op1_o      = rs1_data_i;
                        op2_o      = immI;  
                        rd_addr_o  = rd;
                        reg_wen    = 1'b1;  
                    end
                    3'b001,3'b101: begin  
                            rs1_addr_o = rs1;
                            rs2_addr_o = 5'b0;
                            op1_o      = rs1_data_i;
                            op2_o      = {58'b0, shamt}; 
                            rd_addr_o  = rd;
                            reg_wen    = 1'b1;  
                    end
                    default: begin
                        rs1_addr_o = 5'b0;
                        rs2_addr_o = 5'b0;
                        op1_o      = 64'b0;
                        op2_o      = 64'b0;
                        rd_addr_o  = 5'b0;
                        reg_wen    = 1'b0; 
                    end 
                endcase
            end
            7'b0011011: begin
                base_addr_o   = 64'b0; 
                offset_addr_o = 64'b0; 
                csr_waddr_o   = 12'b0;
                csr_wen_o     = 1'b0;
                case (func3)
                    3'b000: begin
                        rs1_addr_o = rs1;
                        rs2_addr_o = 5'b0;
                        op1_o      = rs1_data_i;
                        op2_o      = immI;  
                        rd_addr_o  = rd;
                        reg_wen    = 1'b1;  
                    end
                    3'b001,3'b101: begin  
                            rs1_addr_o = rs1;
                            rs2_addr_o = 5'b0;
                            op1_o      = rs1_data_i;
                            op2_o      = {58'b0, shamt}; 
                            rd_addr_o  = rd;
                            reg_wen    = 1'b1;  
                    end
                    default: begin
                        rs1_addr_o = 5'b0;
                        rs2_addr_o = 5'b0;
                        op1_o = 64'b0;
                        op2_o = 64'b0;
                        rd_addr_o = 5'b0;
                        reg_wen = 1'b0; 
                    end 
                endcase
            end
            7'b0110011:begin
                base_addr_o   = 64'b0; 
                offset_addr_o = 64'b0; 
                csr_waddr_o   = 12'b0;
                csr_wen_o     = 1'b0;
                case (func3)
                    3'b000,3'b010,3'b011,3'b100,3'b110,3'b111:begin 
                        rs1_addr_o = rs1;
                        rs2_addr_o = rs2;
                        op1_o = rs1_data_i;
                        op2_o = rs2_data_i;
                        rd_addr_o = rd;
                        reg_wen = 1'b1;  
                    end 
                    3'b001:begin 
                        rs1_addr_o = rs1;
                        rs2_addr_o = rs2;
                        op1_o = rs1_data_i;
                        op2_o = {58'b0, rs2_data_i[5:0]};  
                        rd_addr_o = rd;
                        reg_wen = 1'b1;  
                    end 
                    3'b101: begin
                        if (func7 == 7'b0000000) begin  
                            rs1_addr_o = rs1;
                            rs2_addr_o = rs2;
                            op1_o = rs1_data_i;
                            op2_o = {58'b0, rs2_data_i[5:0]};  
                            rd_addr_o = rd;
                            reg_wen = 1'b1;  
                        end
                        if (func7 == 7'b0000001) begin  
                            rs1_addr_o = rs1;
                            rs2_addr_o = rs2;
                            op1_o = rs1_data_i;
                            op2_o = rs2_data_i;
                            rd_addr_o = rd;
                            reg_wen = 1'b1;  
                        end
                    end 
                    default:begin
                        rs1_addr_o = 5'b0;
                        rs2_addr_o = 5'b0;
                        op1_o = 64'b0;
                        op2_o = 64'b0;
                        rd_addr_o = 5'b0;
                        reg_wen = 1'b0; 
                    end 
                endcase
            end
            7'b0111011:begin
                base_addr_o   = 64'b0; 
                offset_addr_o = 64'b0; 
                csr_waddr_o   = 12'b0;
                csr_wen_o     = 1'b0;
                case (func3)
                    3'b000,3'b100,3'b001,3'b110,3'b111, 3'b101:begin 
                        rs1_addr_o = rs1;
                        rs2_addr_o = rs2;
                        op1_o = rs1_data_i;
                        op2_o = rs2_data_i;
                        rd_addr_o = rd;
                        reg_wen = 1'b1;  
                    end 
                    default:begin
                        rs1_addr_o = 5'b0;
                        rs2_addr_o = 5'b0;
                        op1_o = 64'b0;
                        op2_o = 64'b0;
                        rd_addr_o = 5'b0;
                        reg_wen = 1'b0; 
                    end 
                endcase
            end
            7'b1100011: begin
                csr_waddr_o   = 12'b0;
                csr_wen_o     = 1'b0;
                case (func3)
                    3'b001,3'b000,3'b100,3'b110,3'b101,3'b111: begin
                        rs1_addr_o    = rs1;
                        rs2_addr_o    = rs2;
                        op1_o         = rs1_data_i;
                        op2_o         = rs2_data_i;
                        rd_addr_o     = 5'b0;
                        reg_wen       = 1'b0;
                        base_addr_o   = inst_addr_i;  
                        offset_addr_o = immB;  
                    end
                    default: begin
                        rs1_addr_o    = 5'b0;
                        rs2_addr_o    = 5'b0;
                        op1_o         = 64'b0;
                        op2_o         = 64'b0;
                        rd_addr_o     = 5'b0;
                        reg_wen       = 1'b0; 
                        base_addr_o   = 64'b0;  
                        offset_addr_o = 64'b0;  
                    end 
                endcase
            end
            7'b0000011: begin
                csr_waddr_o   = 12'b0;
                csr_wen_o     = 1'b0;
                case (func3)
                    3'b000,3'b001,3'b010,3'b011,3'b100,3'b101,3'b110: begin
                        rs1_addr_o    = rs1;
                        rs2_addr_o    = 5'b0;
                        op1_o         = rs1_data_i;
                        op2_o         = immL;
                        rd_addr_o     = rd;
                        reg_wen       = 1'b1;
                        base_addr_o   = rs1_data_i;         
                        offset_addr_o = immL;            
                    end
                    default: begin
                        rs1_addr_o    = 5'b0;
                        rs2_addr_o    = 5'b0;
                        op1_o         = 64'b0;
                        op2_o         = 64'b0;
                        rd_addr_o     = 5'b0;
                        reg_wen       = 1'b0; 
                        base_addr_o   = 64'b0;  
                        offset_addr_o = 64'b0;  
                    end 
                endcase
            end
            7'b0100011: begin
                csr_waddr_o   = 12'b0;
                csr_wen_o     = 1'b0;
                case (func3)
                    3'b000,3'b001,3'b010,3'b011: begin
                        rs1_addr_o    = rs1;
                        rs2_addr_o    = rs2;
                        op1_o         = 64'b0;
                        op2_o         = rs2_data_i;
                        rd_addr_o     = 5'b0;
                        reg_wen       = 1'b0;
                        base_addr_o   = rs1_data_i;      
                        offset_addr_o = immS;            
                    end
                    default: begin
                        rs1_addr_o    = 5'b0;
                        rs2_addr_o    = 5'b0;
                        op1_o         = 64'b0;
                        op2_o         = 64'b0;
                        rd_addr_o     = 5'b0;
                        reg_wen       = 1'b0; 
                        base_addr_o   = 64'b0;  
                        offset_addr_o = 64'b0;  
                    end 
                endcase
            end
            7'b1110011: begin
                base_addr_o   = 64'b0;  
                offset_addr_o = 64'b0;  
                case (func3)
                    3'b010, 3'b001, 3'b011: begin
                        rs1_addr_o    = rs1;
                        rs2_addr_o    = 5'b0;
                        csr_addr_o    = csr;
                        op1_o         = csr_data_i;
                        op2_o         = rs1_data_i;  
                        rd_addr_o     = rd;   
                        reg_wen       = 1'b1; 
                        csr_waddr_o   = csr;
                        csr_wen_o     = 1'b1;
                    end 
                    3'b110, 3'b101, 3'b111: begin
                        rs1_addr_o    = 5'b0;
                        rs2_addr_o    = 5'b0;
                        csr_addr_o    = csr;
                        op1_o         = csr_data_i;
                        op2_o         = Zimm;  
                        rd_addr_o     = rd;   
                        reg_wen       = 1'b1; 
                        csr_waddr_o   = csr;
                        csr_wen_o     = 1'b1;
                    end 
                    default begin
                        rs1_addr_o    = 5'b0;
                        rs2_addr_o    = 5'b0;
                        op1_o         = 64'b0;
                        op2_o         = 64'b0;
                        rd_addr_o     = 5'b0;
                        reg_wen       = 1'b0; 
                        csr_waddr_o   = 12'b0;
                        csr_wen_o     = 1'b0;
                    end
                endcase
            end
            7'b1101111: begin
                rs1_addr_o    = 5'b0;
                rs2_addr_o    = 5'b0;
                op1_o         = inst_addr_i;
                op2_o         = 64'h4;
                rd_addr_o     = rd;
                reg_wen       = 1'b1; 
                base_addr_o   = inst_addr_i;  
                offset_addr_o = immJ;         
                csr_waddr_o   = 12'b0;
                csr_wen_o     = 1'b0;
            end 
            7'b1100111: begin
                rs1_addr_o    = rs1;
                rs2_addr_o    = 5'b0;
                op1_o         = inst_addr_i;
                op2_o         = 64'h4;
                rd_addr_o     = rd;
                reg_wen       = 1'b1; 
                base_addr_o   = rs1_data_i;  
                offset_addr_o = immI;        
                csr_waddr_o   = 12'b0;
                csr_wen_o     = 1'b0;
            end 
            7'b0110111: begin
                rs1_addr_o    = 5'b0;
                rs2_addr_o    = 5'b0;
                op1_o         = 64'b0;
                op2_o         = immU;
                rd_addr_o     = rd;
                reg_wen       = 1'b1; 
                base_addr_o   = 64'b0;
                offset_addr_o = 64'b0;
                csr_waddr_o   = 12'b0;
                csr_wen_o     = 1'b0;
            end  
            7'b0010111: begin
                rs1_addr_o    = 5'b0;
                rs2_addr_o    = 5'b0;
                op1_o         = inst_addr_i;
                op2_o         = immU;
                rd_addr_o     = rd;
                reg_wen       = 1'b1;
                base_addr_o   = 64'b0;  
                offset_addr_o = immU ;  
                csr_waddr_o   = 12'b0;
                csr_wen_o     = 1'b0;
            end  
            default: begin
                rs1_addr_o    = 5'b0;
                rs2_addr_o    = 5'b0;
                op1_o         = 64'b0;
                op2_o         = 64'b0;
                rd_addr_o     = 5'b0;
                reg_wen       = 1'b0; 
                base_addr_o   = 64'b0;  
                offset_addr_o = 64'b0;  
                csr_waddr_o   = 12'b0;
                csr_wen_o     = 1'b0;
            end 
        endcase
    end
always @(*) begin
end
endmodule 
</file>
==> flow_summary.json <==
{
  "floorplan.io_pins": 681,
  "power_per_cell_area_nw_per_um2": 27.23,
  "worst_hold_path_type": "in2out",
  "period_needed_ps": 6641,
  "post-dp-hpwl_mm": 47.18,
  "untimed_endpoints": 312,
  "final.setup.worst_slack_ps": 1159,
  "crit_path_max_fanout": 43,
  "drtPass1Iterations": 7,
  "critical_path_class": "in2out",
  "core.rowCount": 93,
  "floorplan.die.width_um": 276,
  "tool_warnings": 32,
  "viasPerCell": 4.162,
  "yosys_most_used_dff": "sky130_fd_sc_hd__dlxtn_1",
  "wl_met1_mm": 22.93,
  "hold_viol_final": 0,
  "static-leakage-power_nw": 5.418,
  "max_cap_viol_count": 0,
  "synthCells": 863,
  "post-cts-setup-buffers": 0,
  "grt_first_pass_wirelength_mm": 78.49,
  "fin_worst_hold_slack_ps": 3972,
  "gp_congestion": 0.9332,
  "detail_route.drc_violations": 0,
  "endpoint_kind": "output port",
  "setup_viol": 0,
  "power_switching_uw": 153.9,
  "tns_ps": 0,
  "route.met3.wl_mm": 5.551,
  "fmax_mhz": 150.6,
  "startpoint_type": "primary input",
  "detailroute.via_count": 9278,
  "swShare": 0.4002,
  "syn-mean-instance-area_um2": 8.431,
  "mappedNetlistArea_um2": 7276,
  "power_report.internal_total_uw": 230.8,
  "ys_seq_elements": 156,
  "ant_nets": 0,
  "cts_repair_resize_count": 0,
  "init_core_util": 0.1125,
  "wl_per_cell_um": 25.39,
  "timing.max_slew.rel_slack": 0.4383,
  "layout_top_cells_excl_fill_tap": "sky130_fd_sc_hd__clkdlybuf4s50_1 (681), sky130_fd_sc_hd__dlxtn_1 (156), sky130_fd_sc_hd__nand2_1 (77)",
  "number_of_synthesized_flops_with_an_enable_pin": 0,
  "layout-area-overhead-vs-synth_pct": 94.20,
  "final_min_period_over_clock_period": 0.8514,
  "async_reset_ff_frac": 0,
  "timing.critical_path.required_ps": 6240,
  "top_signal_layer_used": "met5",
  "chip_area_um2": 76180,
  "pre_cts_slack_ps": 1177,
  "globalRouteTotalUtil": 0.1413,
  "synth-area-yosys_um2": 7276,
  "port_buffers": 681,
  "synth-cells-yosys": 863,
  "synthesis.yosys.warnings": 1,
  "count_of_unclocked_register_or_latch_pins": 156,
  "grt_overflow": 0,
  "most_common_cell_after_layout_fill_and_taps_aside": "sky130_fd_sc_hd__clkdlybuf4s50_1",
  "worst_slew_pin_slew_ps": 839.9,
  "core_region_area_um2": 64700,
  "cts-hold-fix-buffers": 0,
  "chipHeight_um": 276,
  "grt_pass1_vias": 9722,
  "post_route_cells_drive_above_1_share": 0.03647,
  "rsz0062_at_grt": "false",
  "critical_path_arrival_ps": 5080,
  "dr.first_iter.drc_count": 779,
  "grt_start_max_net_pins": 78,
  "routed_wl_mm": 56.59,
  "ys_types": 55,
  "ir_drop_v": 0.00002824,
  "run_status": "finished, final reports clean",
  "report.final.slew_viol_count": 0,
  "dr_wl_met2_mm": 27.01,
  "antenna_violations_before_repair": 7
}
-- metal layers --
metal  vias to the layer above  GRT usage
li1                       4099          -
met1                      4472     0.1764
met2                       653     0.2379
met3                        50    0.04536
met4                         4    0.02376
met5                         -          0
-- per-stage QoR --
| step | cell area [um2] | util | power (mW) | instances |
|---|---|---|---|---|
| detailed placement | 14120 | 0.2183 | 0.3852 | 2226 |
| global route | 14120 | 0.2183 | 0.4070 | 2226 |
| CTS | 14120 | 0.2183 | 0.3880 | 2226 |
| global placement | 14120 | 0.2183 | 0.3865 | 2226 |
| finish | 14130 | 0.2184 | 0.3847 | 2229 |
| floorplan | 7276 | - | 0.1061 | 863 |
-- synthesized netlist by cell type, types with 3 or more instances --
| master | n | area (um2) |
|---|---|---|
| sky130_fd_sc_hd__a21o_1 | 24 | 180.2 |
| sky130_fd_sc_hd__buf_1 | 4 | 15.01 |
| sky130_fd_sc_hd__clkbuf_1 | 16 | 60.06 |
| sky130_fd_sc_hd__nand3_1 | 4 | 20.02 |
| sky130_fd_sc_hd__o21ai_0 | 4 | 20.02 |
| sky130_fd_sc_hd__a21oi_1 | 33 | 165.2 |
| sky130_fd_sc_hd__nor2_1 | 7 | 26.28 |
| sky130_fd_sc_hd__nand2b_1 | 4 | 25.02 |
| sky130_fd_sc_hd__and2_1 | 34 | 212.7 |
| sky130_fd_sc_hd__nor2b_1 | 69 | 431.7 |
| sky130_fd_sc_hd__inv_1 | 3 | 11.26 |
| sky130_fd_sc_hd__a221o_1 | 71 | 710.7 |
| sky130_fd_sc_hd__nor3b_1 | 3 | 22.52 |
| sky130_fd_sc_hd__a31oi_1 | 3 | 18.77 |
| sky130_fd_sc_hd__buf_2 | 42 | 210.2 |
| sky130_fd_sc_hd__a221oi_1 | 6 | 52.55 |
| sky130_fd_sc_hd__buf_4 | 133 | 998.5 |
| sky130_fd_sc_hd__nand2_1 | 77 | 289.0 |
| sky130_fd_sc_hd__a22o_1 | 71 | 621.9 |
| sky130_fd_sc_hd__nand4_1 | 3 | 18.77 |
| sky130_fd_sc_hd__nor3_1 | 3 | 15.01 |
| sky130_fd_sc_hd__o211ai_1 | 33 | 247.7 |
| sky130_fd_sc_hd__dlxtn_1 | 156 | 2340 |
| sky130_fd_sc_hd__buf_6 | 4 | 45.04 |
| sky130_fd_sc_hd__a222oi_1 | 19 | 190.2 |
| sky130_fd_sc_hd__and3_1 | 3 | 18.77 |
-- cell families (layout without fill, tap and decap cells) --
logic type | after synthesis | in the layout | synth area share
AOI/OAI and AO/OA | 281 | 281 | 0.3257
buffers and inverters | 205 | 713 | 0.1864
latches | 156 | 156 | 0.3216
other | 0 | 3 | 0
and+or+nand+nor | 221 | 221 | 0.1660
-- state kept, by name (all words and copies together) (netlist names) --
| name | count |
|---|---|
| reg_wen | 1 |
| op1_o | 64 |
| rs2_addr_o | 5 |
| rs1_addr_o | 5 |
| rd_addr_o | 5 |
| csr_addr_o | 12 |
| op2_o | 64 |
-- worst paths after layout --
| path | start | endpoint | cells after the start |
|---|---|---|---|
| setup / recovery | inst_i[3] | base_addr_o[56] | 8 |
| hold / removal | inst_addr_i[36] | inst_addr_o[36] | 2 |
-- layout make-up --
type	count	area (um2)
Antenna cell	3	7.507
Tap cell	855	1070
Sequential cell	156	2342
Multi-Input combinational cell	502	3667
Inverter	4	16.27
Timing Repair Buffer	709	7027
Fill cell	7001	50570
-- power by group through the flow --
stage                 sequential (mW)  clock, mW  combinational, mW
after CTS                     0.00938          0              0.379
after global routing          0.00962          0              0.397
-- critical path, cell delays in order --
cell                              delay [ps]
sky130_fd_sc_hd__clkdlybuf4s50_1         720
sky130_fd_sc_hd__and4bb_1                520
sky130_fd_sc_hd__nor3b_1                 400
sky130_fd_sc_hd__nand3_1                 190
sky130_fd_sc_hd__nand2_4                 550
sky130_fd_sc_hd__buf_4                   410
sky130_fd_sc_hd__a22o_1                  210
sky130_fd_sc_hd__clkdlybuf4s50_1         480
Power and IR drop assume default switching activity.
