## ./run.sh

```bash
#!/bin/bash
# OpenROAD 26Q1-2900-gdf79404cd8, Yosys 0.63+post, stock flow scripts
make -C /OpenROAD-flow-scripts/flow DESIGN_CONFIG=/design/flow/config.mk WORK_HOME=/design/flow/orfs finish
```

## ./config.mk

```make
export PLATFORM = sky130hd
export DESIGN_NAME = id_ex
export DESIGN_NICKNAME = id_ex
export VERILOG_FILES = /design/flow/design.v
export SDC_FILE = /design/flow/constraint.sdc
export NUM_CORES = 4
export LEC_CHECK = 1
export CORE_AREA = 10 10 290 290
export DIE_AREA = 0 0 300 300
```

## ./constraint.sdc

```tcl
current_design id_ex

set clk_period 12.9
set clk_io_pct 0.2

create_clock -name clk0 -period $clk_period [get_ports {clk}]

set non_clock_inputs [all_inputs -no_clocks]
set_input_delay [expr $clk_period * $clk_io_pct] -clock clk0 $non_clock_inputs
set_output_delay [expr $clk_period * $clk_io_pct] -clock clk0 [all_outputs]
```

## ./design.v

```verilog
module dff_set #(
    parameter DW = 64
)
(
    input wire         clk,
    input wire         rst,
    input wire         flush_flag_i,
    input wire         stall_flag_i,
    input wire[DW-1:0] set_data,    
    input wire[DW-1:0] data_i,
    output reg[DW-1:0] data_o
);
    always @(posedge clk) begin
        if (rst == 1'b0 || flush_flag_i == 1'b1) 
            data_o <= set_data; 
        else if (stall_flag_i == 1'b1)
            data_o <= data_o;  
        else
            data_o <= data_i; 
    end
endmodule  
module id_ex(
	input wire clk,
	input wire rst,
    input wire flush_flag_i,
    input wire stall_flag_i,
	input wire[31:0] inst_i,
	input wire[63:0] inst_addr_i,
	input wire[63:0] op1_i,	
	input wire[63:0] op2_i,
	input wire[4:0]  rd_addr_i,	
	input wire 		 reg_wen_i,
    input wire[63:0] base_addr_i, 
    input wire[63:0] offset_addr_i, 
    input wire[11:0] csr_waddr_i,
    input wire       csr_wen_i,
	output wire[31:0] inst_o,
	output wire[63:0] inst_addr_o,
	output wire[63:0] op1_o,	
	output wire[63:0] op2_o,
	output wire[4:0]  rd_addr_o,	
	output wire 	  reg_wen_o,	
    output wire[63:0] base_addr_o, 
    output wire[63:0] offset_addr_o,
    output wire[11:0] csr_waddr_o,
    output wire       csr_wen_o
);
    dff_set #(32) dff1(clk, rst, flush_flag_i, stall_flag_i, 32'h00000013, inst_i, inst_o);
    dff_set #(64) dff2(clk, rst, flush_flag_i, stall_flag_i, 64'b0, inst_addr_i, inst_addr_o);
	dff_set #(64) dff3(clk, rst, flush_flag_i, stall_flag_i,  64'b0, op1_i, op1_o);
	dff_set #(64) dff4(clk, rst, flush_flag_i, stall_flag_i,  64'b0, op2_i, op2_o);
	dff_set #(5) dff5(clk, rst, flush_flag_i, stall_flag_i,  5'b0, rd_addr_i, rd_addr_o);
	dff_set #(1) dff6(clk, rst, flush_flag_i, stall_flag_i,  1'b0, reg_wen_i, reg_wen_o);
    dff_set #(64) dff7(clk, rst, flush_flag_i, stall_flag_i,  64'b0, base_addr_i, base_addr_o);
	dff_set #(64) dff8(clk, rst, flush_flag_i, stall_flag_i,  64'b0, offset_addr_i, offset_addr_o);
    dff_set #(12) dff10(clk, rst, flush_flag_i, stall_flag_i,  12'b0, csr_waddr_i, csr_waddr_o);
    dff_set #(1) dff11(clk, rst, flush_flag_i, stall_flag_i,  1'b0, csr_wen_i, csr_wen_o);
endmodule
```

==> impl_metrics.csv <==
group,metric,value,unit
run_status,outcome,"complete, no violations",
synth,ys_cells,1197,
clock_tree,cts.sinks,371,
finish,logic_area,5130,sq um
final_timing,slew_viol_final,0,
synth,yosysTopAreaCell,"dfxtp_1",
global_routing,grt_pass1_vias,11200,
final_timing,finalSetupViolCount,0,
route,ant_nets,0,
finish,final_common_cell,"clkdlybuf4s50_1",
final_timing,holdWs,0.475,ns
worst_setup_path,crit_slowest_cell,"buf_4",
finish,layout_top_cells,"clkdlybuf4s50_1, mux2i_1, dfxtp_1, nor2_1, clkbuf_16",
pwr,leakage,9.19,nW
final_timing,finalCritPeriodShare,41.9,%
pwr,swShare,22.0,%
worst_setup_path,start_kind,"input pin",
clock_tree,htree_levels,2,
route,drt_wl_total,50.3,mm
synth,yosysUniqueCellTypes,10,
job,tool_warnings,25,
worst_setup_path,cp.required,13.30,ns
route,first_pass_iters,5,
worst_setup_path,path_buffers,4,
finish,area_growth,75.7,%
worst_setup_path,slowest_delay,0.77,ns
final_timing,hold_violations,0,
synth,numSynthFlops,371,
worst_setup_path,cp_max_fo,55,
finish,final_area,22800,sq um
route,route.detailed.drc,0,
clock_tree,root_buffer,"clkbuf_16",
final_timing,relSlewSlack,42.9,%
clock_tree,clk_path_buf_depth,3,
route,wl_per_cell,16.8,um
finish,drive_gt1_share,3.85,%
clock_tree,tritoncts,"yes",
finish,regArea,7430,sq um
route,drtIter0Drc,405,
route,via_count,10900,
pwr,p_comb_share,11.9,%
pwr,clkPwrFrac,44.3,%
final_timing,fin_setup_tns,0,ns
floorplanning,core_util_floorplan,16.7,%
pwr,p_per_area,120,nW/um^2
final_timing,min_period,5.41,ns
place,globalplace.congestion,0.937,
final_timing,max_freq,185,MHz
final_timing,rsz0062_at_grt,"false",
floorplanning,num_rows,102,
worst_setup_path,endpoint_kind,"flip-flop",
floorplanning,die_width,300,um
route,via_per_inst,3.65,
synth,top_cell_area_share,57.2,%
clock_tree,cts_hold_buffers,0,
place,port_buffers,745,
global_routing,track_usage,10.6,%
worst_hold_path,hold_class,"flip-flop to flip-flop",
clock_tree,clkTransAtPathRegs,0.06,ns
pwr,p_seq_share,43.8,%
place,place_area,21400,sq um
pwr,p_int,2.14,mW
worst_setup_path,critical_path_class,"input pin to flip-flop",
synth,ys_seq_share,57.2,%
final_timing,fin_worst_skew,0,ns
floorplanning,io_pins,746,
global_routing,overflow,0,
worst_setup_path,arrival,5.80,ns
clock_tree,post_cts_buffers,0,
final_timing,tightest_slew,0.857,ns
synth,syn-instance-count,1197,
route,num_antenna_cells,0,
floorplanning,core,77600,sq um
synth,synth_warnings,5,
pwr,ir_worst_vdd,0.0890,mV
worst_setup_path,cp_common_cell,"buf_4",
place,dp_hpwl,38.9,mm
finish,fin_cells,2986,
job,maxCapViolCount,0,
synth,top_cells_by_area,"dfxtp_1, mux2i_1, nor2_1, buf_2, buf_4",
place,placed_cells,2911,
clock_tree,cts_resized,0,
worst_setup_path,cp_top_family,"buffers and inverters",
clock_tree,clk_latency,0.54,ns
finish,nFillCells,7938,
synth,synth_area,13000,sq um
global_routing,antenna_found_initial,1,
clock_tree,numCtsBuffers,43,
global_routing,grt_max_degree,95,
floorplanning,die_area,90000,sq um
pwr,p_switching,605,uW
global_routing,grt_pass1_wl,73.1,mm
synth,yosys.stat.chipArea,13000,sq um
synth,synth.avg_cell_area,10.9,sq um
finish,fin_util,29.4,%
floorplanning,die_h,300,um
worst_setup_path,critical_path.cell_chain,"buf_8 > buf_4 > buf_4 > buf_4 > mux2i_1 > nor2_1",
sequential cells by signal, indices dropped and copies added (netlist names):
register and count:
dff8.data_o 64, dff7.data_o 64, dff5.data_o 5, dff1.data_o 32
dff10.data_o 12, dff4.data_o 64, dff2.data_o 64, dff11.data_o 1
dff6.data_o 1, dff3.data_o 64
path summary, 6_finish.rpt:
check / start / to / slack (ns) / cells after the start
max: stall_flag_i / dff2.data_o[62] / 7.49 / 6
min: dff1.data_o[1] / dff1.data_o[1] / 0.47 / 2
max reg2reg: dff3.data_o[15] / dff3.data_o[15] / 12.19 / 2
min reg2reg: dff1.data_o[1] / dff1.data_o[1] / 0.47 / 2
stage by stage:
stage	total power [mW]	setup slack (ns)
floorplan	1.34	9.46
global placement	1.56	7.07
detailed placement	1.56	7.01
CTS	2.80	7.60
global route	2.87	7.40
finish	2.75	7.49
cell families (layout without fill, tap and decap cells):
group                  count (synthesis)  in the layout  share of synthesized area, %
buffers and inverters                 82            831                          3.42
flip-flops                           371            371                          57.2
multiplexers                         371            371                          28.6
AND/OR/NAND/NOR                      373            373                          10.8
layout make-up:
| cell class | count | share of cell area (%) |
|---|---|---|
| multi-input cells | 744 | 22.5 |
| clock inverters | 9 | 0.559 |
| repair buffers | 756 | 33.1 |
| clock buffers | 66 | 5.63 |
| well taps | 1040 | 5.70 |
| flip-flops and latches | 371 | 32.5 |
synth_stat cells:
cell type and count:
clkbuf_1 14, dfxtp_1 371, buf_1 1, buf_4 21
mux2i_1 371, buf_2 46, nor2_1 368, nor2b_1 1
nand2_1 3, nand2b_1 1
metal layers:
layer,part of all wire [%],global-route usage [%]
met1,37,11.9
met3,11,4.96
met4,3.3,2.93
met5,0,0
met2,48,17.7
worst register-to-register path, cell delays in order (launching register included):
cell and delay (ns):
dfxtp_1 0.45, mux2i_1 0.11, nor2_1 0.09
power by group through the flow:
| stage | clock (mW) | combinational (mW) | sequential (mW) |
|---|---|---|---|
| CTS | 1.26 | 0.332 | 1.21 |
| global route | 1.30 | 0.352 | 1.21 |
| finish | 1.22 | 0.327 | 1.21 |
Power figures rest on the tool's default switching activity, not on a simulated workload.
